`/design/flow/run.sh`:
```
#!/bin/bash
# OpenROAD 26Q1-2900-gdf79404cd8, Yosys 0.63+post, stock flow scripts
make -C /OpenROAD-flow-scripts/flow DESIGN_CONFIG=/design/flow/config.mk WORK_HOME=/design/flow/orfs finish
```
`/design/flow/constraint.sdc`:
```
current_design hs_bs

set clk_period 5.5
set clk_io_pct 0.2

create_clock -name clk0 -period $clk_period [get_ports {clk}]

set non_clock_inputs [all_inputs -no_clocks]
set_input_delay [expr $clk_period * $clk_io_pct] -clock clk0 $non_clock_inputs
set_output_delay [expr $clk_period * $clk_io_pct] -clock clk0 [all_outputs]
```
`/design/flow/config.mk`:
```
export PLATFORM = sky130hd
export DESIGN_NAME = hs_bs
export DESIGN_NICKNAME = hs_bs
export VERILOG_FILES = /design/flow/design.v
export SDC_FILE = /design/flow/constraint.sdc
export NUM_CORES = 4
export LEC_CHECK = 1
export CORE_UTILIZATION = 30
```
`/design/flow/design.v`:
```
module hs_bs(
  input [7:0] dataIn,
  input clk,
  input TX_VALID,
  input TX_READY,
  output reg DATA_WAIT,
  output HOLD_REG_FULL,
  output reg HOLD_REG_EMPTY,
  output reg dataOut);
  reg [7:0] temp;
  reg [6:0] DW_C;
  integer i;
  reg [5:0] BSV;
  reg temp_bit,flag;
  assign HOLD_REG_FULL = ~(HOLD_REG_EMPTY);
  initial begin
    temp = 0;
    dataOut = 0;
    i = 8;
    DATA_WAIT = 0;
    HOLD_REG_EMPTY = 1;
    BSV = 6'b000000;
    flag = 0;
    DW_C = 7'b1111111;
  end
  always @ (posedge clk) begin
    if (TX_READY) begin
      HOLD_REG_EMPTY = 0;
      if (i == 8) begin
        if (!DATA_WAIT) begin
          temp = dataIn;
        end
        else begin
          temp = 8'b00000000;
          temp[0] = temp_bit;
          flag = 1;
        end
      i = 0;
      end
      BSV = BSV << 1;
      BSV[0] = temp[i];
      if (BSV == 6'b111111) begin
        if (i == 7) begin
          temp_bit = 0;
        end
        else begin
          temp_bit = temp[7];
        end
        DATA_WAIT = 1;
      end
      dataOut = temp[i];
      if (BSV == 6'b111111) begin
        temp = temp << 1;
        temp[i+1] = 0;
      end
      if (DATA_WAIT & flag) begin
        DW_C = DW_C << 1;
        DW_C[0] = dataOut;
        if (DW_C[6:0] == 7'b0000000) begin
          DW_C = 7'b1111111;
          flag = 0;
          DATA_WAIT = 0;
        end
      end
      i = i + 1;
      if (BSV == 6'b111111) begin
      BSV = 6'b000000;
      end
    end
    else begin
      temp = 0;
      dataOut = 0;
      i = 8;
      DATA_WAIT = 0;
      HOLD_REG_EMPTY = 1;
      BSV = 6'b000000;
      flag = 0;
      DW_C = 7'b1111111;
    end
  end
endmodule
```
==> results.cfg <==
; generated from flow reports
[outcome]
outcome = finished, final reports clean

[power]
switching_power_mw = 0.2754
combPwrFrac_pct = 18.5
p_seq_share_pct = 45.8
p_int_mw = 0.6723
ir_drop_mv = 0.1448
switching_share_pct = 29.06
p_per_area_nw_per_um2 = 211.8
clockPowerShare_pct = 35.7
power_leakage_nw = 1.674

[global_routing]
grt_pass1_wl_mm = 17.46
antenna_found_initial = 0
grt_max_degree = 29
overflow = 0
grt_pass1_vias = 3406
track_usage_pct = 15.37

[final_timing]
slew_headroom_pct = 45.09
finalCriticalPeriod_ps = 4685
worst_pin_slew_ps = 816.2
finalClockSkew_ps = 6.300
fmax_mhz = 213.5
finalHoldViolCount = 0
setup_tns_ps = 0
whs_ps = 467.0
setup_ws_ps = 815.5
maxSlewViolCount = 0
setup_viol_count_final = 0
post-route-period-util_pct = 85.17
rsz0062_at_grt = no

[place]
placed_cell_area_um2 = 4325
dp_hpwl_mm = 7.738
gp_congestion = 0.9578
dp_slack_ps = 901.3
port_buffers = 13

[cts]
path_clk_slew_ps = 80
cts_tree = done
cts_resized = 0
cts_htree_levels = 2
numCtsBuffers = 5
hold_buffers = 0
clock_latency_ps = 300
cts.sinks = 56
root_buffer = clkbuf_16
post_cts_buffers = 0
clock_path_buffers = 2

[hold_path]
min_to = BSV[0]$_SDFF_PN0_
hold_path_class = flop to flop
min_from = BSV[4]$_SDFF_PN0_
min_path_cells = 1

[floorplanning]
ios = 15
core_area_um2 = 13300
fp.dieW_um = 118.9
chip_area_um2 = 14140
rows = 42
die_h_um = 118.9
fp_util_pct = 30.84

[synth]
ys.flop_type = dfxtp_1
async_flop_share_pct = 0
syn_avg_cell_area_um2 = 8.151
synth.cell_area_um2 = 4100
synth_cells = 503
netlist-cell-type-count = 78
postSynthSeqShare_pct = 27.59
yosysWarnings = 1
synth_flops = 56
yosysCellCount = 503
edf_count = 1
ys_area_um2 = 4100

[route]
wl_per_cell_um = 15.80
drt-total-wl_mm = 10.66
route.met3.wl_um = 582
wl_met2_mm = 4.563
drtIter0Drc = 269
via_per_inst = 5.641
drtAntennaViolNets = 0
drtPass1Iterations = 5
highest_layer = met4
m1WireLength_mm = 5.215
drc = 0
vias = 3808
num_antenna_cells = 0

[finish]
design_area_um2 = 4474
area_growth_pct = 9.124
drive_above_1_share_pct = 8.417
nFillCells = 1349

[worst_setup_path]
rrSetupSlack_ps = 820
critPathMaxFanout = 19
worstSetupEndpointType = flop
crit_path_start_kind = flop
worstPathArrival_ps = 4850
r2r_start = i[1]$_SDFF_PN0_
crit_type = flop to flop
r2r_end = temp[4]$_SDFF_PN0_
cp.required_ps = 5670
r2r_cells = 12

[run]
tool_warnings = 27
cap_violations = 0
[how the worst max path moves through the flow]
stage	from	cells past startpoint	end	slack (ps)
global route	i[1]$_SDFF_PN0_	12	temp[4]$_SDFF_PN0_	450
finish	i[1]$_SDFF_PN0_	12	temp[4]$_SDFF_PN0_	820
CTS	i[1]$_SDFF_PN0_	12	temp[4]$_SDFF_PN0_	850
[kinds of logic after synthesis]
family	Yosys count	share of synthesized area [%]
xor gates and xnor gates	39	8.331
muxes	19	5.676
buffers and inverters	44	5.249
and+or+nand+nor	237	33.35
adders and majority gates	2	0.6102
AOI/OAI and AO/OA	106	19.19
DFF	56	27.59
[placed cells by master (no fill, tap or decap), types with 3 or more instances in the layout]
cell | Yosys | final
dfxtp_1 | 55 | 55
nor2_1 | 48 | 48
nand2_1 | 27 | 27
nand3_1 | 26 | 26
xnor2_1 | 23 | 23
nor3_1 | 23 | 23
nand4_1 | 19 | 19
o21ai_0 | 17 | 17
xor2_1 | 16 | 16
a21oi_1 | 15 | 15
nor4_1 | 14 | 14
inv_1 | 14 | 14
and2_1 | 13 | 13
clkdlybuf4s50_1 | 0 | 13
mux2i_1 | 12 | 12
and3_1 | 12 | 12
nor2b_1 | 10 | 10
a31oi_1 | 7 | 7
o21a_1 | 6 | 6
or4_1 | 6 | 6
nand2b_1 | 6 | 6
o211ai_1 | 5 | 5
a211oi_1 | 5 | 5
clkbuf_16 | 0 | 5
buf_4 | 1 | 5
a21o_1 | 4 | 4
nand3b_1 | 4 | 4
o31ai_1 | 4 | 4
o22ai_1 | 4 | 4
mux2_2 | 4 | 4
nand4b_1 | 3 | 3
a22o_1 | 3 | 3
or3_1 | 3 | 3
o21ai_1 | 3 | 3
mux4_2 | 3 | 3
and4_1 | 3 | 3
and4_4 | 3 | 3
[layer usage]
layer,global-route usage [%],up-vias
met5,0,-
met3,2.446,23
met1,23.34,1783
met2,22.99,122
li1,-,1880
met4,3.797,0
[per-stage QoR]
stage | std cells | power, mW | util, %
3_5_place_dp | 667 | 0.6168 | 32.53
4_1_cts | 675 | 0.9568 | 33.65
2_1_floorplan | 503 | 0.5752 | -
3_3_place_gp | 667 | 0.6149 | 32.53
6_report | 675 | 0.9477 | 33.65
5_1_grt | 675 | 0.9928 | 33.65
[state kept, by name (all words and copies together), names as in the netlist]
signal          count
DATA_WAIT           1
dataOut             1
i                  32
HOLD_REG_EMPTY      1
BSV                 5
flag                1
temp                8
temp_bit            1
DW_C                6
[critical path, cell delays in order (launching register included)]
cell and delay, ps:
dfxtp_1 780, ha_1 420, and3_1 450, nand3_1 230, xnor2_1 330, a2111oi_4 670, nand3_1 280, o41ai_1 450
nand4_1 150, a211oi_2 250, nand4_2 180, nor2b_2 250, o32ai_1 100
[cells in the mapped netlist, drive strengths merged (6+ instances only)]
library cell	instances	area [um2]
o21a	6	45.04
nand2	28	107.6
xnor2	23	201.4
a31oi	7	43.79
nand3	27	140.1
dfxtp	55	1101
xor2	16	140.1
nand2b	6	37.54
o21ai	22	117.6
a21oi	15	75.07
nor2b	11	71.32
nor2	48	180.2
a211oi	6	50.05
nor4	16	130.1
or4	6	45.04
clkbuf	17	63.81
and4	6	60.06
and2	13	81.33
nand4	20	131.4
and3	12	75.07
nor3	24	131.4
mux2i	12	120.1
inv	14	52.55
buf	13	98.84
[final cells by class]
class	count	area (um2)	share of cell area (%)
Multi-Input combinational cell	403	2754	61.55
Sequential cell	56	1131	25.28
Tap cell	176	220.2	4.922
Timing Repair Buffer	18	167.7	3.747
Clock buffer	5	125.1	2.796
Inverter	14	52.55	1.174
Clock inverter	3	23.77	0.5313
[power by group through the flow]
stage	Sequential [mW]	Clock, mW	Combinational, mW
4_1_cts	0.434	0.349	0.174
5_1_grt	0.437	0.363	0.193
6_report	0.434	0.338	0.175
Power is estimated from default activity; no workload was simulated.
